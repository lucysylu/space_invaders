==> flow/design.v <==
module alien_3(clk, reset, bullet_x, bullet_y, draw_signal, erase_signal, finish, collision, x, y, colour);
	input clk, reset;
	input [8:0] bullet_x;
	input [7:0] bullet_y;
	output finish, collision;
	input draw_signal, erase_signal;
	wire start_draw, start_erase;
	wire ldx, ldy;
	wire [5:0] counter;
	output wire [2:0] colour;
	output wire [8:0] x;
	output wire [7:0] y;
	datapath_alien_3 d_alien(
				.clk(clk),
				.reset(reset),
				.bullet_x(bullet_x),
				.bullet_y(bullet_y),
				.new_Alien_X(x),
				.new_Alien_Y(y),
				.ldx(ldx),
				.ldy(ldy),
				.draw_signal(draw_signal),
				.erase_signal(erase_signal),
				.colour(colour),
				.start_draw(start_draw),
				.start_erase(start_erase),
				.collision(collision),
				.counter(counter));
	controller_alien_3 c_alien(
				.clk(clk),
				.reset(reset),
				.ldx(ldx),
				.ldy(ldy),
				.draw_signal(draw_signal),
				.erase_signal(erase_signal),
				.start_draw(start_draw),
				.start_erase(start_erase),
				.counter(counter),
				.finish_draw(finish));		
endmodule
module datapath_alien_3(clk, reset, bullet_x, bullet_y, new_Alien_X, new_Alien_Y, ldx, ldy, draw_signal, erase_signal, colour, start_draw, start_erase, collision, counter);
	reg [8:0] Alien_X = 9'd160;
	reg [7:0] Alien_Y = 8'd0;
	input clk, reset;
	reg direction = 1'b0;
	reg bump = 1'b0;
	output reg [2:0] colour;
	input ldx, ldy, draw_signal, erase_signal, start_draw, start_erase;
	input [5:0] counter;
	input [8:0] bullet_x;
	input [7:0] bullet_y;
	output reg [8:0] new_Alien_X;
	output reg [7:0] new_Alien_Y;
	output reg collision = 1'b0;
	always @(posedge draw_signal)
	begin
		if(!reset || collision) begin
			Alien_X <= 9'd160;
			Alien_Y <= 8'd0;
		end
		else if(Alien_X == 9'd309 && direction == 1'b0 && bump == 1'b1) begin
			Alien_X <= Alien_X - 1;
			bump <= 1'b0;
		end
		else if(Alien_X == 9'd0 && direction == 1'b1 && bump == 1'b1) begin
			Alien_X <= Alien_X + 1;
			bump <= 1'b0;
		end
		else if(Alien_X == 9'd0 && direction == 1'b0) begin
			Alien_Y <= Alien_Y + 1;
			direction <= 1'b1;
			bump <= 1'b1;
		end
		else if(Alien_X == 9'd309 && direction == 1'b1) begin
			Alien_Y <= Alien_Y + 1;
			direction <= 1'b0;
			bump <= 1'b1;
		end
		else begin
			if(direction)
				Alien_X <= Alien_X + 1;
			else if(!direction)
				Alien_X <= Alien_X - 1;
		end
	end
	always @(posedge clk)
	begin
		if (!reset)
			collision <= 1'b0;
		if (Alien_X > bullet_x + 1 || bullet_x > Alien_X + 9)
			collision <= 1'b0;
		else if (Alien_Y < bullet_y + 2 || bullet_y < Alien_Y + 3)
			collision <= 1'b0;
		else
			collision <= 1'b1;
	end
	always @(posedge clk)
	begin
		if(!reset) begin
			new_Alien_X <= 9'd0;
			new_Alien_Y <= 8'd0;
		end
		if(ldx)
			new_Alien_X <= Alien_X;
		if(ldy)
			new_Alien_Y <= Alien_Y;
		if(draw_signal)
			colour <= 3'b101;
		if(erase_signal || collision)
			colour <= 3'b000;
		if(start_draw || start_erase) begin
			if(counter < 6'd10)
				new_Alien_X <= new_Alien_X + 1;
			else if(counter == 6'd10) begin
				new_Alien_X <= Alien_X;
				new_Alien_Y <= new_Alien_Y + 1;
			end
			else if(counter < 6'd20)
				new_Alien_X <= new_Alien_X + 1'b1;
			else if(counter == 6'd20) begin
				new_Alien_X <= Alien_X;
				new_Alien_Y <= new_Alien_Y + 1'b1;
			end
			else if(counter < 6'd30)
				new_Alien_X <= new_Alien_X + 1'b1;
			else if(counter == 6'd30) begin
				new_Alien_X <= Alien_X;
				new_Alien_Y <= new_Alien_Y + 1'b1;
			end
			else if(counter < 6'd40)
				new_Alien_X <= new_Alien_X + 1'b1;
		end
	end
endmodule
module controller_alien_3(clk, reset, ldx, ldy, draw_signal, erase_signal, start_draw, start_erase, counter, finish_draw);
		input clk;
		input reset;
		input draw_signal, erase_signal;
		output reg ldx, ldy, start_draw, start_erase;
		output reg [5:0] counter = 6'd0;
		output reg finish_draw;
		reg finish_erase, start_counter;
		reg [2:0] current_state, next_state;
		localparam  LOAD_X_DRAW = 3'd0,
						LOAD_Y_DRAW = 3'd1,
						DRAW_WAIT = 3'd2,
						DRAW = 3'd3,
						LOAD_X_ERASE = 3'd4,
						LOAD_Y_ERASE = 3'd5,
						ERASE_WAIT = 3'd6,
						ERASE = 3'd7;
		always @(*)
		begin: state_table
			case(current_state)
				LOAD_X_DRAW: next_state = draw_signal ? LOAD_Y_DRAW : LOAD_X_DRAW;
				LOAD_Y_DRAW: next_state = DRAW_WAIT;
				DRAW_WAIT: next_state = DRAW;
				DRAW: next_state = erase_signal ? LOAD_X_ERASE : DRAW;
				LOAD_X_ERASE: next_state = LOAD_Y_ERASE;
				LOAD_Y_ERASE: next_state = ERASE_WAIT;
				ERASE_WAIT : next_state = ERASE;
				ERASE: next_state = finish_erase ? LOAD_X_DRAW : ERASE;
				default: next_state = LOAD_X_DRAW;
			endcase
		end
		always @(*)
		begin: enable_signals
			ldx = 1'b0;
			ldy = 1'b0;
			start_draw = 1'b0;
			finish_draw = 1'b0;
			start_erase = 1'b0;
			finish_erase = 1'b0;
			start_counter = 1'b0;
			case(current_state)
				LOAD_X_DRAW: begin
					ldx = 1'b1;
				end
				LOAD_Y_DRAW: begin
					ldy = 1'b1;
				end
				DRAW_WAIT: begin
					start_counter = 1'b1;
				end
				DRAW: begin
					start_counter = 1'b1;
					if(counter == 6'd40) begin
						start_draw = 1'b0;
						finish_draw = 1'b1;
						start_counter = 1'b0;
					end
					else if(!finish_draw)
						start_draw = 1'b1;
				end
				LOAD_X_ERASE: begin
					ldx = 1'b1;
				end
				LOAD_Y_ERASE: begin
					ldy = 1'b1;
				end
				ERASE_WAIT: begin
					start_counter = 1'b1;
				end
				ERASE: begin
					start_counter = 1'b1;
					if(counter == 6'd40) begin
						start_erase = 1'b0;
						finish_erase = 1'b1;
						start_counter = 1'b0;
					end
					else if(!finish_erase)
						start_erase = 1'b1;
				end
			endcase
		end
		always @(posedge clk)
		begin
			if(start_counter) begin
				if(counter == 6'd40)
					counter <= 6'd1;
				else
					counter <= counter + 1;
			end
		end
		always@(posedge clk)
		begin: state_FFS
		if(!reset)
			current_state <= LOAD_X_DRAW;
		else
			current_state <= next_state;
		end
endmodule
==> flow/run.sh <==
#!/bin/bash
# OpenROAD 26Q1-2900-gdf79404cd8, Yosys 0.63+post, stock flow scripts
make -C /OpenROAD-flow-scripts/flow DESIGN_CONFIG=/design/flow/config.mk WORK_HOME=/design/flow/orfs finish
==> flow/config.mk <==
export PLATFORM = sky130hd
export DESIGN_NAME = alien_3
export DESIGN_NICKNAME = alien_3
export VERILOG_FILES = /design/flow/design.v
export SDC_FILE = /design/flow/constraint.sdc
export NUM_CORES = 4
export LEC_CHECK = 1
export CORE_UTILIZATION = 50
==> flow/constraint.sdc <==
current_design alien_3

set clk_period 3.4
set clk_io_pct 0.2

create_clock -name clk0 -period $clk_period [get_ports {clk}]
create_clock -name clk1 -period $clk_period [get_ports {draw_signal}]

set non_clock_inputs [all_inputs -no_clocks]
set_input_delay [expr $clk_period * $clk_io_pct] -clock clk0 $non_clock_inputs
set_output_delay [expr $clk_period * $clk_io_pct] -clock clk0 [all_outputs]
==> job_summary.md <==
### Flow metrics

| Metric | Value |
|---|---|
| First-pass GRT wire length | 17,800 µm |
| Antenna violations before repair | 0 |
| Share of layout cells above drive strength 1 | 7.69% |
| Max Cap Viol | 0 |
| Synth cell types | 63 |
| Postcts setup bufs | 0 |
| Yosys cell count | 539 |
| Total GRT Usage | 25.3% |
| Area leader, netlist | dfxtp_1 |
| Residual DRC | 0 |
| Hold WC Path Type | clk2reg |
| VDD IR max | 0.339 mV |
| Detailed Place HPWL | 7900 µm |
| Vias | 4,003 |
| Tally of filler cells in the layout | 762 |
| Register area | 0.00109 mm² |
| Buf/Inv on CP | 2 |
| Switch share | 39.6% |
| Placed cell areas | 0.00479 mm² |
| P_int | 1.59 mW |
| WS Path Type | reg2out |
| Most used flip-flop cell | dfxtp_1 |
| Post-synth seq share | 24.9% |
| Core Box Area | 0.00834 mm² |
| Post-Syn Area | 0.00438 mm² |
| Worst-path clk slew | 0.07 ns |
| Slowest stage delay, CP | 0.50 ns |
| NetSw | 1.04 mW |
| Fin util | 59.7% |
| Cell Chain, Critical Path | inv_1, ha_1, nand4_1, nor3_1, clkdlybuf4s50_1 |
| Pleak | 1.96 nW |
| Die area | 0.00913 mm² |
| Tool Warnings | 34 |
| Clock power frac | 23.2% |
| Final Max Slew Viols | 0 |
| Non-filler cells, final | 677 |
| Pin count of the biggest net entering global routing | 19 |
| Ys flops | 51 |
| Post-Syn Instances | 539 |
| Power share of the combinational group | 41.2% |
| Worst-Margin Slew | 0.740 ns |
| Die X | 95.6 µm |
| RSZ-0062 raised after global routing | false |
| Critical path arrival | 2.23 ns |
| Critical Path RT | 2.72 ns |
| Sequential share of power | 35.6% |
| Final setup fails | 0 |
| Pwr Density | 529 mW/mm² |
| Number of global-route vias before repair | 3,660 |
| Fin. Hold Viols | 0 |
| CTS tree | built |
| Critical-path top delay cell | edfxtp_1 |
| IO Count | 43 |
| Placed insts | 660 |
| Vias/cell | 5.91 |
| Final Skew | 0.00968 ns |
| Final ANT Viol Nets | 0 |
| Yosys warnings | 2 |
| Area Growth Syn to Fin | 13.8% |
| WL/cell | 15.8 µm |
| Initial DRC count | 120 |
| Largest cells by area | dfxtp_1, ha_1, xnor2_1 |
| Worst slew margin | 50.2% |
| Final setup TNS | 0 ns |
| Chip Area, Yosys | 0.00438 mm² |
| Final WL | 10,700 µm |
| Top cell area share | 20.1% |
| Status | complete, no violations |
| Antenna cells | 0 |
| Initial core utilization | 52.5% |
| Number of enable flip-flop cells | 7 |
| GP Congestion | 0.920 |
| Gate Area | 0.00303 mm² |
| First-pass DRT Iterations | 5 |
| # rows | 33 |
| Top delay family on crit path | buffers and inverters |
| Total power | 2.63 mW |
| Startpoint types | flop |
| Post-cts resize count | 0 |
| Final Cell Area | 0.00498 mm² |
| Port bufs | 40 |
| Crit Path Max Fanout | 7 |
| Synthesized area per cell | 8.12 µm² |
| Grt total ovfl | 0 |
| Die Ht | 95.6 µm |
| # hold bufs at CTS | 0 |
| Synth async-reset ratio | 0% |
| CP endpoint kind | output pin |
==> logic make-up after synthesis <==
family                   Yosys count  share of synthesized area (%)
AND-OR/OR-AND                    128                           20.6
AND/OR/NAND/NOR                  209                           25.6
XOR/XNOR                          45                           9.01
flip-flops                        51                           24.9
other                              1                         0.0857
adder cells (fa/ha/maj)           42                           12.0
multiplexers                       8                           1.83
buffers and inverters             55                           5.95
==> synthesized netlist by cell type (10+ instances only) <==
cell and n:
o21ai_0 17, nand2_1 37, a21oi_1 29, and2_1 10, nor2_1 42, xnor2_1 25, nand3_1 34, nor3_1 11
ha_1 42, a211oi_1 12, inv_1 24, xor2_1 20, a21o_1 11, clkbuf_1 16, dfxtp_1 44, and3_1 18
nand4_1 12
==> final timing paths <==
check,start,end,slack (ns),depth (start not counted)
min in group clk1,d_alien.collision$_SDFF_PP0_,d_alien.Alien_X[5]$_SDFFE_PP1P_,0.52,2
max,c_alien.counter[0]$_SDFFCE_PP1P_,finish,0.49,5
max reg2reg,c_alien.counter[0]$_SDFFCE_PP1P_,d_alien.new_Alien_Y[4]$_DFF_P_,0.70,8
min reg2reg,c_alien.current_state[4]$_DFF_P_,c_alien.current_state[2]$_DFF_P_,0.48,1
min,draw_signal,c_alien.current_state[4]$_DFF_P_,0.09,3
max in group clk1,d_alien.Alien_X[0]$_SDFFE_PP0P_,d_alien.direction$_SDFFCE_PP1P_,0.91,6
==> sequential cells by signal, summed over array words and instances, names as in the netlist <==
register and count:
d_alien.Alien_X 9, d_alien.new_Alien_X 9, c_alien.current_state 8, d_alien.Alien_Y 8, d_alien.new_Alien_Y 8, c_alien.counter 6
d_alien.collision 1, d_alien.colour 1, d_alien.direction 1
==> per-stage QoR <==
stage,hold slack [ns],setup WS (ns)
after floorplan,0.146,1.06
after global placement,0.146,0.584
after detailed placement,0.146,0.523
after CTS,0.0936,0.471
after global routing,0.0870,0.324
final,0.0918,0.489
==> power groups by stage <==
stage     Sequential, mW  Combinational, mW  Clock [mW]
4_1_cts            0.932               1.08       0.632
5_1_grt            0.961               1.23       0.662
6_report           0.938               1.09       0.611
==> final cells by class <==
class	count	share of cell area, %
Clock buffer	14	3.47
Clock inverter	4	0.427
Inverter	23	1.73
Multi-Input combinational cell	433	60.7
Sequential cell	51	21.9
Tap cell	105	2.64
Timing Repair Buffer	47	9.09
==> worst reg2reg max path: stages, from the launching register on <==
cell,delay [ns]
edfxtp_1,0.50
inv_1,0.15
ha_1,0.27
nor3b_1,0.21
a22oi_1,0.20
a211oi_4,0.59
buf_4,0.27
mux2i_1,0.08
a221o_1,0.34
==> routing by layer <==
layer  share of wire [%]  routed length (µm)  up-vias  GRT usage [%]
li1                    -                   -     2052              -
met5                   0                   0        -              0
met3                 5.6                 597        5           4.46
met4                0.51                  55        0           1.87
met2                  43                4600       90           38.6
met1                  51                5480     1856           39.6
==> cell usage in the layout (no fill, tap or decap), drive strengths merged, types with 4 or more instances in the layout <==
cell type       n
nor3           11
clkbuf         14
nor2b           4
mux2i           8
and2           10
inv            24
nand3          35
nand2          37
and3b           4
xnor2          25
a211oi         16
o21ai          17
a31oi           7
a21oi          29
or4             4
dfxtp          44
o22ai           8
a21o           11
nor2           43
clkdlybuf4s50  40
nand4          12
or2             6
edfxtp          7
xor2           20
ha             42
buf             7
o31ai           4
a221o           8
and3           18
nor4            4
nand2b          4
or3             6
Power figures rest on the tool's default switching activity, not on a simulated workload.
