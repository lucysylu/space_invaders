File: design.v
module alien(clk, reset, bullet_x, bullet_y, draw_signal, erase_signal, finish, collision, x, y, colour);
	input clk, reset;
	input [8:0] bullet_x;
	input [7:0] bullet_y;
	output finish, collision;
	input draw_signal, erase_signal;
	wire start_draw, start_erase;
	wire ldx, ldy;
	wire [5:0] counter;
	output wire [2:0] colour;
	output wire [8:0] x;
	output wire [7:0] y;
	datapath_alien d_alien(
				.clk(clk),
				.reset(reset),
				.bullet_x(bullet_x),
				.bullet_y(bullet_y),
				.new_Alien_X(x),
				.new_Alien_Y(y),
				.ldx(ldx),
				.ldy(ldy),
				.draw_signal(draw_signal),
				.erase_signal(erase_signal),
				.colour(colour),
				.start_draw(start_draw),
				.start_erase(start_erase),
				.collision(collision),
				.counter(counter));
	controller_alien c_alien(
				.clk(clk),
				.reset(reset),
				.ldx(ldx),
				.ldy(ldy),
				.draw_signal(draw_signal),
				.erase_signal(erase_signal),
				.start_draw(start_draw),
				.start_erase(start_erase),
				.counter(counter),
				.finish_draw(finish));		
endmodule
module datapath_alien(clk, reset, bullet_x, bullet_y, new_Alien_X, new_Alien_Y, ldx, ldy, draw_signal, erase_signal, colour, start_draw, start_erase, collision, counter);
	reg [8:0] Alien_X = 9'd0;
	reg [7:0] Alien_Y = 8'd0;
	input clk, reset;
	reg direction = 1'b0;
	reg bump = 1'b0;
	output reg [2:0] colour;
	input ldx, ldy, draw_signal, erase_signal, start_draw, start_erase;
	input [5:0] counter;
	input [8:0] bullet_x;
	input [7:0] bullet_y;
	output reg [8:0] new_Alien_X;
	output reg [7:0] new_Alien_Y;
	output reg collision = 1'b0;
	always @(posedge draw_signal)
	begin
		if(!reset || collision) begin
			Alien_X <= 9'd309;
			Alien_Y <= 8'd0;
		end
		else if(Alien_X == 9'd309 && direction == 1'b0 && bump == 1'b1) begin
			Alien_X <= Alien_X - 1;
			bump <= 1'b0;
		end
		else if(Alien_X == 9'd0 && direction == 1'b1 && bump == 1'b1) begin
			Alien_X <= Alien_X + 1;
			bump <= 1'b0;
		end
		else if(Alien_X == 9'd0 && direction == 1'b0) begin
			Alien_Y <= Alien_Y + 1;
			direction <= 1'b1;
			bump <= 1'b1;
		end
		else if(Alien_X == 9'd309 && direction == 1'b1) begin
			Alien_Y <= Alien_Y + 1;
			direction <= 1'b0;
			bump <= 1'b1;
		end
		else begin
			if(direction)
				Alien_X <= Alien_X + 1;
			else if(!direction)
				Alien_X <= Alien_X - 1;
		end
	end
	always @(posedge clk)
	begin
		if (!reset)
			collision <= 1'b0;
		if (Alien_X > bullet_x + 1 || bullet_x > Alien_X + 9)
			collision <= 1'b0;
		else if (Alien_Y < bullet_y + 2 || bullet_y < Alien_Y + 3)
			collision <= 1'b0;
		else
			collision <= 1'b1;
	end
	always @(posedge clk)
	begin
		if(!reset) begin
			new_Alien_X <= 9'd0;
			new_Alien_Y <= 8'd0;
		end
		if(ldx)
			new_Alien_X <= Alien_X;
		if(ldy)
			new_Alien_Y <= Alien_Y;
		if(draw_signal)
			colour <= 3'b101;
		if(erase_signal || collision)
			colour <= 3'b000;
		if(start_draw || start_erase) begin
			if(counter < 6'd10)
				new_Alien_X <= new_Alien_X + 1;
			else if(counter == 6'd10) begin
				new_Alien_X <= Alien_X;
				new_Alien_Y <= new_Alien_Y + 1;
			end
			else if(counter < 6'd20)
				new_Alien_X <= new_Alien_X + 1'b1;
			else if(counter == 6'd20) begin
				new_Alien_X <= Alien_X;
				new_Alien_Y <= new_Alien_Y + 1'b1;
			end
			else if(counter < 6'd30)
				new_Alien_X <= new_Alien_X + 1'b1;
			else if(counter == 6'd30) begin
				new_Alien_X <= Alien_X;
				new_Alien_Y <= new_Alien_Y + 1'b1;
			end
			else if(counter < 6'd40)
				new_Alien_X <= new_Alien_X + 1'b1;
		end
	end
endmodule
module controller_alien(clk, reset, ldx, ldy, draw_signal, erase_signal, start_draw, start_erase, counter, finish_draw);
		input clk;
		input reset;
		input draw_signal, erase_signal;
		output reg ldx, ldy, start_draw, start_erase;
		output reg [5:0] counter = 6'd0;
		output reg finish_draw;
		reg finish_erase, start_counter;
		reg [2:0] current_state, next_state;
		localparam  LOAD_X_DRAW = 3'd0,
						LOAD_Y_DRAW = 3'd1,
						DRAW_WAIT = 3'd2,
						DRAW = 3'd3,
						LOAD_X_ERASE = 3'd4,
						LOAD_Y_ERASE = 3'd5,
						ERASE_WAIT = 3'd6,
						ERASE = 3'd7;
		always @(*)
		begin: state_table
			case(current_state)
				LOAD_X_DRAW: next_state = draw_signal ? LOAD_Y_DRAW : LOAD_X_DRAW;
				LOAD_Y_DRAW: next_state = DRAW_WAIT;
				DRAW_WAIT: next_state = DRAW;
				DRAW: next_state = erase_signal ? LOAD_X_ERASE : DRAW;
				LOAD_X_ERASE: next_state = LOAD_Y_ERASE;
				LOAD_Y_ERASE: next_state = ERASE_WAIT;
				ERASE_WAIT : next_state = ERASE;
				ERASE: next_state = finish_erase ? LOAD_X_DRAW : ERASE;
				default: next_state = LOAD_X_DRAW;
			endcase
		end
		always @(*)
		begin: enable_signals
			ldx = 1'b0;
			ldy = 1'b0;
			start_draw = 1'b0;
			finish_draw = 1'b0;
			start_erase = 1'b0;
			finish_erase = 1'b0;
			start_counter = 1'b0;
			case(current_state)
				LOAD_X_DRAW: begin
					ldx = 1'b1;
				end
				LOAD_Y_DRAW: begin
					ldy = 1'b1;
				end
				DRAW_WAIT: begin
					start_counter = 1'b1;
				end
				DRAW: begin
					start_counter = 1'b1;
					if(counter == 6'd40) begin
						start_draw = 1'b0;
						finish_draw = 1'b1;
						start_counter = 1'b0;
					end
					else if(!finish_draw)
						start_draw = 1'b1;
				end
				LOAD_X_ERASE: begin
					ldx = 1'b1;
				end
				LOAD_Y_ERASE: begin
					ldy = 1'b1;
				end
				ERASE_WAIT: begin
					start_counter = 1'b1;
				end
				ERASE: begin
					start_counter = 1'b1;
					if(counter == 6'd40) begin
						start_erase = 1'b0;
						finish_erase = 1'b1;
						start_counter = 1'b0;
					end
					else if(!finish_erase)
						start_erase = 1'b1;
				end
			endcase
		end
		always @(posedge clk)
		begin
			if(start_counter) begin
				if(counter == 6'd40)
					counter <= 6'd1;
				else
					counter <= counter + 1;
			end
		end
		always@(posedge clk)
		begin: state_FFS
		if(!reset)
			current_state <= LOAD_X_DRAW;
		else
			current_state <= next_state;
		end
endmodule
File: run.sh
#!/bin/bash
# OpenROAD 26Q1-2900-gdf79404cd8, Yosys 0.63+post, stock flow scripts
make -C /OpenROAD-flow-scripts/flow DESIGN_CONFIG=/design/flow/config.mk WORK_HOME=/design/flow/orfs finish
File: config.mk
export PLATFORM = sky130hd
export DESIGN_NAME = alien
export DESIGN_NICKNAME = alien
export VERILOG_FILES = /design/flow/design.v
export SDC_FILE = /design/flow/constraint.sdc
export NUM_CORES = 4
export LEC_CHECK = 1
export CORE_UTILIZATION = 40
File: constraint.sdc
current_design alien

set clk_period 4.4
set clk_io_pct 0.2

create_clock -name clk0 -period $clk_period [get_ports {clk}]
create_clock -name clk1 -period $clk_period [get_ports {draw_signal}]

set non_clock_inputs [all_inputs -no_clocks]
set_input_delay [expr $clk_period * $clk_io_pct] -clock clk0 $non_clock_inputs
set_output_delay [expr $clk_period * $clk_io_pct] -clock clk0 [all_outputs]
==> summary.txt <==
fresh numbers from the pnr run: final slew viol count 0, die span in x just over 100 um, vias in the first global route about 3300, #FFs+latches synth about 51, DP Cell Count 613, yosys simple share 0.257, worst hold path class clock port to register, largest delay contributor family on the critical path simple AND/OR/NAND/NOR gates, top-count cell post-synth dfxtp_1, Multiplexer share 0.00257, ANT nets after route 0, Residual DRC 0, CTS tree yes, Yosys chip area 3890 um^2, Post-CTS Setup Repair Bufs 0, post-synthesis cell type count ~60, yosys adder share 0.135, Total Wirelength 9.27 mm, WP data arrival 2.21 ns, Setup TNS 0 ns, Finished Layout Cells about 630, Total GRT Usage 0.195, pin count of the biggest net entering global routing 18, die y size 101 um, Log Warnings 35, Port Buffers about 40, Worst Setup Start Kind register, Clock Skew roughly 0.0076 ns, PwrDens 478 nW/um^2, LEAKAGE roughly 1.8 nW, # hold bufs at CTS 0, Max-Cap Viols 0, post-CTS resize count 0, Layout area overhead 17.4%, drt pass-1 iters 4, Main synth FF type dfxtp_1, Filler cells 884, CP max FO 7, Power Total about 2.2 mW, Floorplan Utilization 0.418, synthesized area per cell between 8 and 9 um^2, RSZ-0062 raised after global routing no, Max IR drop VDD roughly 0.24 mV, worst path bufs/invs 2, CP required about 3.5 ns, Compound Share, Synth 0.188, Post-Syn Instances approximately 470, share of cells above drive strength 1 0.0439, core box area 9330 um^2, initial drt markers around 140, Synth Cell Area about 4000 um^2, routability cong. between 0.8 and 0.9, top post-synthesis cells by count dfxtp_1, ha_1, nand3_1, a21oi_1, nand2_1, Yosys top cell by area dfxtp_1, row cnt 35, kind of critical path register to output pin, status completed, number of standard cells reported by yosys 466, Worst path slowest cell clkdlybuf4s50_1, Area leader share 0.226, WHS a little over 0.09 ns, CP cell instances inv_1, ha_1, nand4_1, nor3_1, clkdlybuf4s50_1, xor/xnor share 0.0922, setup violators final 0, first-pass GRT wire length roughly 16 mm, grt total ovfl 0, die area between 10000 and 15000 um^2, detailed placement HPWL approximately 6.9 mm, via-per-instance ratio roughly 5.6, Area contributors post-synth dfxtp_1, ha_1, edfxtp_1, sequential area share after synthesis 0.280, FFs w/ async S/R, synth 0, Ys Warns 2, initial antenna violation count 0, per-cell routed wire length around 15 um, worst-margin pin slew approximately 0.87 ns, max_slew headroom 0.413, Final Hold Vio Count 0, # IOs 43, Crit path largest cell delay a little under 0.5 ns, flip-flops with a built-in enable 7, Antenna diodes 0, Vias 3502, Clock Pin Slew Worst Setup and Hold Paths roughly 0.070 ns, Worst Setup End Kind output pin, Top non-seq family simple AND/OR/NAND/NOR gates
## metrics by stage
step	util	area (um^2)	setup WS, ns
4_1_cts	0.490	4570	1.30
5_1_grt	0.490	4570	1.16
3_3_place_gp	0.467	4360	1.13
3_5_place_dp	0.467	4360	1.07
2_1_floorplan	-	3890	1.72
6_report	0.490	4570	1.31
## flip-flops by register name, indices dropped and copies added (netlist names)
name                   flops
c_alien.counter            6
c_alien.current_state      8
d_alien.Alien_X            9
d_alien.Alien_Y            8
d_alien.collision          1
d_alien.colour             1
d_alien.direction          1
d_alien.new_Alien_X        9
d_alien.new_Alien_Y        8
## final timing paths
kind                                          start                          endpoint  slack [ns]  depth (start not counted)
hold reg to reg    c_alien.current_state[1]$_DFF_P_  c_alien.current_state[5]$_DFF_P_        0.47                          1
setup / recovery   c_alien.counter[1]$_SDFFCE_PP0P_                            finish        1.31                          5
min in group clk1   d_alien.Alien_Y[1]$_SDFFE_PP0P_   d_alien.Alien_Y[1]$_SDFFE_PP0P_        0.59                          2
hold / removal                          draw_signal  c_alien.current_state[4]$_DFF_P_        0.09                          3
max in group clk1   d_alien.Alien_X[2]$_SDFFE_PP1P_   d_alien.Alien_Y[5]$_SDFFE_PP0P_        2.07                          5
setup reg to reg    d_alien.Alien_Y[0]$_SDFFE_PP0P_      d_alien.collision$_SDFF_PP0_        1.77                          9
## cell type report
class	count	area, um^2	area share
clock buffer	16	210	0.0460
clock inverter	1	5.00	0.00109
inverter	19	71.3	0.0156
multi-input combinational	374	2630	0.576
sequential	51	1090	0.239
tap	129	161	0.0353
timing repair buffer	40	400	0.0876
## worst register-to-register path, delay by kind of cell (launching register included)
kind | cells | cell delay [ns]
and+or+nand+nor | 1 | 0.11
adders and majority gates | 2 | 0.58
xor gates and xnor gates | 1 | 0.16
AOI/OAI and AO/OA | 4 | 0.96
DFF | 1 | 0.49
buffers and inverters | 1 | 0.12
## per-layer routing
| layer | wire length [um] | vias up | GRT usage |
|---|---|---|---|
| li1 | - | 1800 | - |
| met1 | 4740 | 1625 | 0.302 |
| met2 | 4020 | 66 | 0.296 |
| met3 | 361 | 11 | 0.0310 |
| met4 | 143 | 0 | 0.0334 |
| met5 | 0 | - | 0 |
## cells in the final DEF, fill, tap and decap left out, types with 3 or more instances in the layout
cell type        instances
o31ai_1                  6
a21oi_1                 28
and3_1                  17
edfxtp_1                 7
xor2_1                  22
clkdlybuf4s50_1         40
o21ai_0                 26
nor2_1                  24
and2_1                   9
ha_1                    42
xnor2_1                 19
nor4_1                   4
nand3_1                 29
nand4_1                  8
or3_1                    6
nor3_1                  15
nor2b_1                  7
or4_1                    6
clkbuf_8                15
inv_1                   19
nand2b_1                11
nor3b_1                  7
nand2_1                 27
a22o_1                   3
a221o_1                 12
dfxtp_1                 44
and4_1                   3
o21a_1                   6
## report_power, final
part           internal, mW  switching, mW  total (mW)
registers             0.584          0.173       0.757
clock network         0.313          0.202       0.515
logic                 0.433          0.482       0.914
## logic make-up after synthesis
family	Yosys count
AND/OR/NAND/NOR	181
AND-OR/OR-AND	108
flip-flops	51
adder cells (fa/ha/maj)	42
XOR/XNOR	41
buffers and inverters	41
other	1
multiplexers	1
Power figures rest on the tool's default switching activity, not on a simulated workload.
