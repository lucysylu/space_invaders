File: flow/design.v
module alien_2(clk, reset, bullet_x, bullet_y, draw_signal, erase_signal, finish, collision, x, y, colour);
	input clk, reset;
	input [8:0] bullet_x;
	input [7:0] bullet_y;
	output finish, collision;
	input draw_signal, erase_signal;
	wire start_draw, start_erase;
	wire ldx, ldy;
	wire [5:0] counter;
	output wire [2:0] colour;
	output wire [8:0] x;
	output wire [7:0] y;
	datapath_alien_2 d_alien(
				.clk(clk),
				.reset(reset),
				.bullet_x(bullet_x),
				.bullet_y(bullet_y),
				.new_Alien_X(x),
				.new_Alien_Y(y),
				.ldx(ldx),
				.ldy(ldy),
				.draw_signal(draw_signal),
				.erase_signal(erase_signal),
				.colour(colour),
				.start_draw(start_draw),
				.start_erase(start_erase),
				.collision(collision),
				.counter(counter));
	controller_alien_2 c_alien(
				.clk(clk),
				.reset(reset),
				.ldx(ldx),
				.ldy(ldy),
				.draw_signal(draw_signal),
				.erase_signal(erase_signal),
				.start_draw(start_draw),
				.start_erase(start_erase),
				.counter(counter),
				.finish_draw(finish));		
endmodule
module datapath_alien_2(clk, reset, bullet_x, bullet_y, new_Alien_X, new_Alien_Y, ldx, ldy, draw_signal, erase_signal, colour, start_draw, start_erase, collision, counter);
	reg [8:0] Alien_X = 9'd180;
	reg [7:0] Alien_Y = 8'd10;
	input clk, reset;
	reg direction = 1'b0;
	reg bump = 1'b0;
	output reg [2:0] colour;
	input ldx, ldy, draw_signal, erase_signal, start_draw, start_erase;
	input [5:0] counter;
	input [8:0] bullet_x;
	input [7:0] bullet_y;
	output reg [8:0] new_Alien_X;
	output reg [7:0] new_Alien_Y;
	output reg collision = 1'b0;
	always @(posedge draw_signal)
	begin
		if(!reset || collision) begin
			Alien_X <= 9'd180;
			Alien_Y <= 8'd10;
		end
		else if(Alien_X == 9'd309 && direction == 1'b0 && bump == 1'b1) begin
			Alien_X <= Alien_X - 1;
			bump <= 1'b0;
		end
		else if(Alien_X == 9'd0 && direction == 1'b1 && bump == 1'b1) begin
			Alien_X <= Alien_X + 1;
			bump <= 1'b0;
		end
		else if(Alien_X == 9'd0 && direction == 1'b0) begin
			Alien_Y <= Alien_Y + 1;
			direction <= 1'b1;
			bump <= 1'b1;
		end
		else if(Alien_X == 9'd309 && direction == 1'b1) begin
			Alien_Y <= Alien_Y + 1;
			direction <= 1'b0;
			bump <= 1'b1;
		end
		else begin
			if(direction)
				Alien_X <= Alien_X + 1;
			else if(!direction)
				Alien_X <= Alien_X - 1;
		end
	end
	always @(posedge clk)
	begin
		if (!reset)
			collision <= 1'b0;
		if (Alien_X > bullet_x + 1 || bullet_x > Alien_X + 9)
			collision <= 1'b0;
		else if (Alien_Y < bullet_y + 2 || bullet_y < Alien_Y + 3)
			collision <= 1'b0;
		else
			collision <= 1'b1;
	end
	always @(posedge clk)
	begin
		if(!reset) begin
			new_Alien_X <= 9'd0;
			new_Alien_Y <= 8'd0;
		end
		if(ldx)
			new_Alien_X <= Alien_X;
		if(ldy)
			new_Alien_Y <= Alien_Y;
		if(draw_signal)
			colour <= 3'b101;
		if(erase_signal || collision)
			colour <= 3'b000;
		if(start_draw || start_erase) begin
			if(counter < 6'd10)
				new_Alien_X <= new_Alien_X + 1;
			else if(counter == 6'd10) begin
				new_Alien_X <= Alien_X;
				new_Alien_Y <= new_Alien_Y + 1;
			end
			else if(counter < 6'd20)
				new_Alien_X <= new_Alien_X + 1'b1;
			else if(counter == 6'd20) begin
				new_Alien_X <= Alien_X;
				new_Alien_Y <= new_Alien_Y + 1'b1;
			end
			else if(counter < 6'd30)
				new_Alien_X <= new_Alien_X + 1'b1;
			else if(counter == 6'd30) begin
				new_Alien_X <= Alien_X;
				new_Alien_Y <= new_Alien_Y + 1'b1;
			end
			else if(counter < 6'd40)
				new_Alien_X <= new_Alien_X + 1'b1;		
		end
	end
endmodule
module controller_alien_2(clk, reset, ldx, ldy, draw_signal, erase_signal, start_draw, start_erase, counter, finish_draw);
		input clk;
		input reset;
		input draw_signal, erase_signal;
		output reg ldx, ldy, start_draw, start_erase;
		output reg [5:0] counter = 6'd0;
		output reg finish_draw;
		reg finish_erase, start_counter;
		reg [2:0] current_state, next_state;
		localparam  LOAD_X_DRAW = 3'd0,
						LOAD_Y_DRAW = 3'd1,
						DRAW_WAIT = 3'd2,
						DRAW = 3'd3,
						LOAD_X_ERASE = 3'd4,
						LOAD_Y_ERASE = 3'd5,
						ERASE_WAIT = 3'd6,
						ERASE = 3'd7;
		always @(*)
		begin: state_table
			case(current_state)
				LOAD_X_DRAW: next_state = draw_signal ? LOAD_Y_DRAW : LOAD_X_DRAW;
				LOAD_Y_DRAW: next_state = DRAW_WAIT;
				DRAW_WAIT: next_state = DRAW;
				DRAW: next_state = erase_signal ? LOAD_X_ERASE : DRAW;
				LOAD_X_ERASE: next_state = LOAD_Y_ERASE;
				LOAD_Y_ERASE: next_state = ERASE_WAIT;
				ERASE_WAIT : next_state = ERASE;
				ERASE: next_state = finish_erase ? LOAD_X_DRAW : ERASE;
				default: next_state = LOAD_X_DRAW;
			endcase
		end
		always @(*)
		begin: enable_signals
			ldx = 1'b0;
			ldy = 1'b0;
			start_draw = 1'b0;
			finish_draw = 1'b0;
			start_erase = 1'b0;
			finish_erase = 1'b0;
			start_counter = 1'b0;
			case(current_state)
				LOAD_X_DRAW: begin
					ldx = 1'b1;
				end
				LOAD_Y_DRAW: begin
					ldy = 1'b1;
				end
				DRAW_WAIT: begin
					start_counter = 1'b1;
				end
				DRAW: begin
					start_counter = 1'b1;
					if(counter == 6'd40) begin
						start_draw = 1'b0;
						finish_draw = 1'b1;
						start_counter = 1'b0;
					end
					else if(!finish_draw)
						start_draw = 1'b1;
				end
				LOAD_X_ERASE: begin
					ldx = 1'b1;
				end
				LOAD_Y_ERASE: begin
					ldy = 1'b1;
				end
				ERASE_WAIT: begin
					start_counter = 1'b1;
				end
				ERASE: begin
					start_counter = 1'b1;
					if(counter == 6'd40) begin
						start_erase = 1'b0;
						finish_erase = 1'b1;
						start_counter = 1'b0;
					end
					else if(!finish_erase)
						start_erase = 1'b1;
				end
			endcase
		end
		always @(posedge clk)
		begin
			if(start_counter) begin
				if(counter == 6'd40)
					counter <= 6'd1;
				else
					counter <= counter + 1;
			end
		end
		always@(posedge clk)
		begin: state_FFS
		if(!reset)
			current_state <= LOAD_X_DRAW;
		else
			current_state <= next_state;
		end
endmodule
File: flow/run.sh
#!/bin/bash
# OpenROAD 26Q1-2900-gdf79404cd8, Yosys 0.63+post, stock flow scripts
make -C /OpenROAD-flow-scripts/flow DESIGN_CONFIG=/design/flow/config.mk WORK_HOME=/design/flow/orfs finish
File: flow/config.mk
export PLATFORM = sky130hd
export DESIGN_NAME = alien_2
export DESIGN_NICKNAME = alien_2
export VERILOG_FILES = /design/flow/design.v
export SDC_FILE = /design/flow/constraint.sdc
export NUM_CORES = 4
export LEC_CHECK = 1
export CORE_UTILIZATION = 30
File: flow/constraint.sdc
current_design alien_2

set clk_period 3.3
set clk_io_pct 0.2

create_clock -name clk0 -period $clk_period [get_ports {clk}]
create_clock -name clk1 -period $clk_period [get_ports {draw_signal}]

set non_clock_inputs [all_inputs -no_clocks]
set_input_delay [expr $clk_period * $clk_io_pct] -clock clk0 $non_clock_inputs
set_output_delay [expr $clk_period * $clk_io_pct] -clock clk0 [all_outputs]
==> flow_metrics.tcl <==
# flow metrics
set metrics [dict create \
    synth_async_sr_flop_share_pct 0 \
    worstReg2RegEnd "d_alien.collision$_SDFF_PP0_" \
    aoi_share_pct 18.45 \
    ff2ff_path_depth 10 \
    critPathCaptureType "flip-flop" \
    synthAdderAreaFrac_pct 13.00 \
    switching_share_pct 33.78 \
    timing.setup.critical_path_class "in2reg" \
    hp_start "draw_signal" \
    timing.final.hold_violations 0 \
    first_global_vias 3512 \
    wl_per_cell_microns 14.43 \
    top_level_ports 43 \
    clock_power_share_pct 35.8 \
    tritoncts "yes" \
    postCtsHoldBufs 0 \
    std_cell_rows 42 \
    place.detailed.instances 698 \
    timing.hold.worst.class "clk2reg" \
    simple_gate_share_pct 25.84 \
    core_area_sq_mm 0.01319 \
    route.antenna.remaining_nets 0 \
    syn2layout_area_growth_pct 22.32 \
    netlist_instances 502 \
    internal_power_mw 1.977 \
    ir_worst_vdd_mv 0.3050 \
    die.size.y_microns 118.1 \
    hold-path-cell-count 3 \
    postSynth.topFlopCell "dfxtp_1" \
    synthMostInstantiatedCell "nor2_1" \
    muxShareOfSynthArea_pct 0.2476 \
    drive_above_1_share_pct 4.082 \
    die_x_microns 118.1 \
    vias_per_cell 5.287 \
    crit-reg2reg-launch "d_alien.Alien_X[1]$_SDFFE_PP0P_" \
    power_leakage_nw 1.951 \
    setup.worst_path.start_class "input pin" \
    globalRoute.totalOverflow 0 \
    yosys-stat-area_sq_mm 0.004043 \
    initial_core_util_pct 30.65 \
    yosys-stat-cells 502 \
    cts.reportedPaths.clkPinSlew_ns 0.05 \
    final.setup.tns_ns 0 \
    xor_area_share_pct 11.05 \
    dieArea_sq_mm 0.01394 \
    cts_setup_buffers 0 \
    synth_largest_type_area_fraction_pct 21.79 \
    power.share.combinational_pct 32.6 \
    pin_count_of_the_biggest_net_entering_global_routing 20 \
    yosys.area.top_type "dfxtp_1" \
    drt-pass1-iter-count 5 \
    post_synth_main_area_contributors "dfxtp_1, ha_1, xor2_1, edfxtp_1, xnor2_1" \
    unrepaired_setup_endpoints_after_global_routing "no" \
    post_synth_instance_area_sq_mm 0.004043 \
    tightest_slew_ns 0.8549 \
    enable_flop_cells 7 \
    drtIter0Drc 288 \
    cellPowerDensity_mw_per_mm2 603.7 \
    synth.lib_cells_used.distinct 58 \
    dp.final_hpwl_microns 7514 \
    ys_seq_share_pct 26.99 \
    grt_pass1_wl_microns 17130 \
    antenna_cells 0 \
    post_synth.cell_area_avg_sq_um 8.053 \
    detailroute.via_count 3780 \
    clock_skews_ns 0.005025 \
    report.final.slew_viol_count 0 \
    reg2reg_slack_ns 0.62 \
    outcome "finished, final reports clean" \
    drv_cap 0 \
    ys.warnings.count 2 \
    power_frac_seq_pct 31.6 \
    port_buffers 40 \
    switchingPower_mw 1.008 \
    post-route-drc-count 0 \
    groute.usage.overall_pct 15.16 \
    ys_seq_elements 51 \
    grt_antenna_before_repair 0 \
    critPathMaxFanout 5 \
    hold_end "c_alien.current_state[4]$_DFF_P_" \
    topCombFamilyByArea "simple AND/OR/NAND/NOR gates" \
    log_warnings 34 \
    finalWirelength_microns 10310 \
    final_cell_count_no_fill 715 \
    slew-limit-headroom_pct 42.40 \
    last_weighted_congestion_value_of_the_routability_driven_placer 0.8716 \
    worst-endpoint-arrival_ns 2.96 \
    critPathRequiredTime_ns 3.49 \
    setup-violations-final 0 \
    cts_repair_resize_count 0 \
    ys_top_cells_by_count "nor2_1, dfxtp_1, ha_1" \
]
per-stage QoR:
stage	hold slack (ns)	total power [mW]	instance area [sq um]	util, %	setup slack, ns
floorplan	0.1459	1.572	4043	-	1.020
global placement	0.1459	1.926	4589	34.79	0.3336
detailed placement	0.1459	1.933	4589	34.79	0.2583
CTS	0.1041	3.008	4945	37.49	0.5215
global route	0.1271	3.196	4945	37.49	0.2290
finish	0.1060	2.985	4945	37.49	0.5302
how the worst max path moves through the flow:
stage,slack (ns),depth (start not counted),start,to
6_report,0.53,11,bullet_x[2],d_alien.collision$_SDFF_PP0_
5_1_grt,0.23,10,d_alien.Alien_Y[0]$_SDFFE_PP0P_,d_alien.collision$_SDFF_PP0_
4_1_cts,0.52,12,bullet_x[2],d_alien.collision$_SDFF_PP0_
worst max-delay path: stages:
cell and delay, ns:
clkdlybuf4s50_1 0.56, and3_1 0.20, and2_1 0.16, and3_1 0.19, nand2_1 0.07, xor2_1 0.15, ha_1 0.20, nor4_1 0.28
o211ai_1 0.12, and3_1 0.16, nor4_1 0.19
layer usage:
layer	vias to the layer above	track usage, %	wire length, microns
li1	1908	-	-
met1	1751	22.33	5019
met2	104	22.94	4537
met3	17	3.366	569
met4	0	3.205	187
met5	-	0	0
registers in the layout (all words and copies together), names as in the netlist:
| name | flops |
|---|---|
| d_alien.Alien_Y | 8 |
| d_alien.direction | 1 |
| d_alien.colour | 1 |
| c_alien.current_state | 8 |
| c_alien.counter | 6 |
| d_alien.new_Alien_X | 9 |
| d_alien.Alien_X | 9 |
| d_alien.new_Alien_Y | 8 |
| d_alien.collision | 1 |
final cells by class:
class / instances / area (sq um)
Fill cell: 1290 / 8245
Multi-Input combinational cell: 409 / 2776
Sequential cell: 51 / 1091
Timing Repair Buffer: 45 / 437.9
Clock buffer: 15 / 321.6
Tap cell: 176 / 220.2
Inverter: 17 / 63.81
Clock inverter: 2 / 33.78
layout by cell type, fill, tap and decap left out, types with 4 or more instances in the layout:
cell type,Yosys,final
a32oi_1,4,4
nand3_1,23,23
ha_1,42,42
a21o_1,4,4
nor2b_1,8,8
a21oi_1,23,23
nand2b_1,5,5
o221ai_1,4,4
edfxtp_1,7,7
o21ai_0,34,34
nor3_1,10,10
dfxtp_1,44,44
nor4_1,4,4
o211ai_1,4,4
clkbuf_16,0,12
and3_1,20,20
clkdlybuf4s50_1,0,40
nand4_1,13,13
nand2_1,37,37
nor3b_1,9,9
and2_1,7,7
xnor2_1,24,24
xor2_1,27,27
nor2_1,51,51
a221o_1,6,6
inv_1,17,17
buf_4,2,5
cell families (layout without fill, tap and decap cells):
family	after synthesis	count (layout)
simple gates	200	200
buf+inv	42	79
compound gates	114	114
other cells	1	1
xor+xnor	51	51
mux	1	1
flops	51	51
fa+ha+maj	42	42
power groups by stage:
| stage | clock, mW | sequential, mW | combinational, mW |
|---|---|---|---|
| after global routing | 1.13 | 0.968 | 1.10 |
| after CTS | 1.09 | 0.944 | 0.972 |
| final | 1.07 | 0.945 | 0.972 |
Power and IR drop assume default switching activity.
